$ cat design/flow/config.mk
export PLATFORM = sky130hd
export DESIGN_NAME = mod10_bidirectional_counter
export DESIGN_NICKNAME = mod10_bidirectional_counter
export VERILOG_FILES = /design/flow/design.v
export SDC_FILE = /design/flow/constraint.sdc
export NUM_CORES = 4
export LEC_CHECK = 1
export CORE_AREA = 10 10 70 70
export DIE_AREA = 0 0 80 80
$ cat design/flow/constraint.sdc
current_design mod10_bidirectional_counter

set clk_period 2.0
set clk_io_pct 0.2

create_clock -name clk0 -period $clk_period [get_ports {clk}]

set non_clock_inputs [all_inputs -no_clocks]
set_input_delay [expr $clk_period * $clk_io_pct] -clock clk0 $non_clock_inputs
set_output_delay [expr $clk_period * $clk_io_pct] -clock clk0 [all_outputs]
$ cat design/flow/design.v
`timescale 1ns / 1ps
module mod10_bidirectional_counter (
    input logic clk,         
    input logic reset,       
    input logic up_down,     
    output logic [3:0] count  
);
    always_ff @(posedge clk or posedge reset) begin
        if (reset)
            count <= 4'b0000;   
        else if (up_down) begin
            if (count == 4'b1001)
                count <= 4'b0000;
            else
                count <= count + 1;
        end else begin
            if (count == 4'b0000)
                count <= 4'b1001;
            else
                count <= count - 1;
        end
    end
endmodule
$ cat design/flow/run.sh
#!/bin/bash
# OpenROAD 26Q1-2900-gdf79404cd8, Yosys 0.63+post, stock flow scripts
make -C /OpenROAD-flow-scripts/flow DESIGN_CONFIG=/design/flow/config.mk WORK_HOME=/design/flow/orfs finish
==> results.txt <==
run results: outcome completed, Floorplan Utilization 0.0711, RSZ-0062 raised after global routing no, DP HPWL just under 400 µm, CTS tree yes, Post-CTS Setup Bufs 0, Crit. End Element output port, clk ins delay skew pair between 0.2 and 0.25 ns, Area Overhead vs Synth 53.1%, Yosys chip area between 200 and 250 µm², total number of yosys warnings 1, R2R depth 3, Iter 0 DRT Violations 5, die area 0.00640 mm², count of different cell masters after synthesis 17, relative slew slack 0.824, Req. time, crit path 1.60 ns, Filler Cell Count a little under 400, IO Pins 7, Core ar. between 0.003 and 0.004 mm², Pins Over Slew Limit 0, largest net degree at the start of global routing 10, worst r2r src count[1]$_DFF_PP0_, vias 225, Area contributors post-synth dfrtp_1, o21ai_0, a221o_2, Tool Warnings 25, row count 21, actual slew at the worst max-slew pin ~0.26 ns, crit path cell chain clkdlybuf4s50_1, sequential share of power 0.402, capture point of the worst reg-to-reg path count[3]$_DFF_PP0_, largest delay contributor family on the critical path buffers and inverters, CTS root buf clkbuf_4, MaxCap Viol Count 0, # diodes 0, Setup Crit Path Kind reg2out, die extent in x 80 µm, combinational power share 0.350, H-Tree Depth 1, DRC 0, count of cells resized by post-cts repair 0, Clock Tree Buf Depth 2, Cells after Synth 25, Largest type area fraction 0.412, Post-Route WL between 500 and 600 µm, largest registers count: 4 flops, GRT Total Usage 0.0165, antenna violation net count after detailed routing 0, power density over cell area ~1100 mW/mm², routed len/inst 6.51 µm, layout cells sized above 1 0.182, Sw Pwr 0.000124 W, Int Pwr roughly 0.00028 W, vias in the first global route roughly 230, chip height ~80 µm, Peak Freq 611 MHz, RePlAce Congestion just under 0.7, Buf/Inv on CP 1, CP Launch Point count[0]$_DFF_PP0_, startpoint types flop, Post-Syn Area roughly 240 µm², Via-to-Cell Ratio approximately 2.8, number of buffers created by CTS 3, drt first pass iters 4, CP max FO 9, Clk pwr share 0.248, Peak VDD IR 0.193 mV, max reg flops 4, setup violators final 0, leakage power 0.139 nW, CP peak stage delay between 0.5 and 0.6 ns, global-route wire length before repair slightly above 900 µm, hold slack 0.344 ns, Core Util, Final 0.109, hold buffer count at CTS 0, Clock transition at path regs roughly 0.040 ns, CP max-delay cell clkdlybuf4s50_1, Flops after synth 4, area leader, netlist dfrtp_1, grt ovf 0, syn_area_per_cell about 10 µm², Hold WC Path Type in2async, Data arrival, critical path ~1.2 ns, antenna violations before repair 0, final worst path period need 1.64 ns, Sw Ratio 0.306, clock sink total 4, Clock Skews 0.000610 ns, Final period util 0.818, yosys cell count 25, final hold vios 0, Post-synth seq share 0.412, setup TNS 0 ns, R2R Setup Slk approximately 0.66 ns, Port Buffers 6, Most flops, register count
[how the worst max path moves through the flow]
stage	cells past startpoint	end	slack, ns
global route	1	count[0]	0.29
CTS	1	count[0]	0.35
finish	1	count[0]	0.36
[cell families (layout without fill, tap and decap cells)]
group                     Yosys count  in the layout  synth area share
AOI/OAI and AO/OA                   7              7             0.206
xor gates and xnor gates            2              2            0.0722
buffers and inverters               4             12            0.0928
DFF                                 4              4             0.412
muxes                               1              1            0.0412
and+or+nand+nor                     7              7             0.175
[final cells by class]
type | count | area (µm²) | share of cell area
Tap cell | 46 | 57.6 | 0.155
Clock buffer | 3 | 22.5 | 0.0606
Timing Repair Buffer | 6 | 60.1 | 0.162
Multi-Input combinational cell | 17 | 120 | 0.323
Sequential cell | 4 | 100 | 0.269
Inverter | 3 | 11.3 | 0.0303
[per-layer routing]
layer  GRT usage  part of all wire
met5           0                 0
met4     0.00880             0.045
met3     0.00795              0.14
met2      0.0241              0.45
met1      0.0193              0.36
[power by group through the flow]
stage,Combinational [W],Clock (W),Sequential [W]
4_1_cts,0.000144,0.000105,0.000161
5_1_grt,0.000162,0.000110,0.000170
6_report,0.000141,0.000100,0.000162
[cell usage after synthesis (all sizes together)]
master,number
buf,1
nand4b,1
o21ai,3
xnor2,1
nand2,2
and2,1
dfrtp,4
inv,3
mux2i,1
a22o,1
xor2,1
and3,1
nor3,1
or4,1
o31a,1
a221o,1
a21oi,1
[layout by cell type, fill, tap and decap left out]
| cell | instances |
|---|---|
| clkbuf_4 | 3 |
| or4_1 | 1 |
| and2_1 | 1 |
| dfrtp_1 | 4 |
| xnor2_1 | 1 |
| o21ai_0 | 3 |
| mux2i_1 | 1 |
| xor2_1 | 1 |
| nand4b_1 | 1 |
| inv_1 | 3 |
| a21oi_1 | 1 |
| o31a_1 | 1 |
| a22o_2 | 1 |
| clkdlybuf4s50_1 | 6 |
| and3_2 | 1 |
| nand2_1 | 2 |
| nor3_1 | 1 |
| a221o_2 | 1 |
[worst register-to-register path, stage by stage, from the launching register on]
cell and delay [ns]:
dfrtp_1 0.45, or4_1 0.52, a21oi_1 0.17, a221o_2 0.13
[per-stage QoR]
step	cells	setup slack (ns)	instance area (µm²)	power, W
finish	79	0.363	372	0.000404
global route	79	0.286	372	0.000442
detailed placement	76	0.280	349	0.000306
CTS	79	0.349	372	0.000410
global placement	76	0.296	349	0.000299
floorplan	25	0.757	243	0.000222
No activity file was given, so power comes from the tool's default toggle rates.
