==> ./design.v <==
`timescale 1ns / 1ps
module ALU(
    input  logic [7:0] A,    
    input  logic [7:0] B,    
    input  logic [1:0] ALUControl,  
    output logic [7:0] Result,  
    output logic Zero,          
    output logic Overflow       
);
    always_comb begin
        Zero = 1'b0;  
        Overflow = 1'b0;  
        case(ALUControl)
            2'b00: begin  
                {Overflow, Result} = A + B;
                Zero = (Result == 8'b0);
            end
            2'b01: begin  
                {Overflow, Result} = A - B;
                Zero = (Result == 8'b0);
            end
            2'b10: begin  
                Result = A & B;
                Zero = (Result == 8'b0);
            end
            2'b11: begin  
                Result = A | B;
                Zero = (Result == 8'b0);
            end
            default: begin
                Result = 8'b0;  
                Zero = 1'b1;
            end
        endcase
    end
endmodule
==> ./run.sh <==
#!/bin/bash
# OpenROAD 26Q1-2900-gdf79404cd8, Yosys 0.63+post, stock flow scripts
make -C /OpenROAD-flow-scripts/flow DESIGN_CONFIG=/design/flow/config.mk WORK_HOME=/design/flow/orfs finish
==> ./config.mk <==
export PLATFORM = sky130hd
export DESIGN_NAME = ALU
export DESIGN_NICKNAME = ALU
export VERILOG_FILES = /design/flow/design.v
export SDC_FILE = /design/flow/constraint.sdc
export NUM_CORES = 4
export LEC_CHECK = 1
export CORE_AREA = 10 10 75 75
export DIE_AREA = 0 0 85 85
==> ./constraint.sdc <==
current_design ALU

set clk_period 5.7
set clk_io_pct 0.2

create_clock -name clk0 -period $clk_period

set non_clock_inputs [all_inputs -no_clocks]
set_input_delay [expr $clk_period * $clk_io_pct] -clock clk0 $non_clock_inputs
set_output_delay [expr $clk_period * $clk_io_pct] -clock clk0 [all_outputs]
==> reports/metrics.yaml <==
status: "complete, no violations"
grt_pass1_wl_mm: 5.202
area_leaders: "ha_1 26%, inv_1 8.3%, xnor2_1 5.2%"
cp-start-kind: "primary input"
drive_above_1_share_pct: 6.780
flop_area_sq_um: 0
die_area_sq_um: 7225
clkbuf_count: 0
top_area_share_pct: 25.59
synth_area_sq_um: 1174
drc_errors: 0
path_common_cell: "clkdlybuf4s50_1"
grt_usage_pct: 8.199
num_io_pins: 28
synthCells: 152
relSlewSlack_pct: 64.92
crit_arrival_ns: 4.20
grt_max_degree: 14
grt_pass1_vias: 1104
rows: 23
via_count: 1140
hold_viol: 0
antenna_cells: 0
cts_resized: 0
tns_ns: 0
wl_per_cell_um: 13.70
hold_class: "in2out"
p_total_mw: 0.1470
drt_first_pass_iters: 4
ys_area_sq_um: 1174
die_y_um: 85
vias_per_cell: 5.022
syn_to_final_growth_pct: 28.57
fp_util_pct: 28.92
worst_hold_slack_ns: 3.426
gp_congestion: 0.9171
dp_hpwl_mm: 2.695
cts_hold_buf: 0
postCtsSetupBuffers: 0
nFlopsAndLatches: 0
fill_cells: 421
yosys.area.top_type: "ha_1"
power.density_nw_per_um2: 97.42
cp.required_ns: 4.56
fin_crit_ns: 5.338
drt-total-wl_mm: 3.109
ys_seq_share_pct: 0
rsz0062_at_grt: "no"
critPathKind: "in2out"
grt_overflow: 0
min_period_over_period_pct: 93.64
antenna_found_initial: 0
tool_warnings: 48
max_slew.worst_pin.slew_ns: 0.5180
hp-start: "ALUControl[0]"
core_area_sq_um: 4058
yosysUniqueCellTypes: 44
ir_worst_vdd_uv: 33.03
critPathMaxFanout: 4
crit_start: "A[1]"
maxSlewViolCount: 0
drt_iter0_markers: 50
syn_avg_cell_area_sq_um: 7.721
maxCapViolations: 0
max_freq_ghz: 0.1873
yosysCellCount: 152
leakage_nw: 0.6614
io_buffers: 28
synth_warnings: 1
postRouteAntennaNets: 0
endpoint_kind: "output port"
crit_path_max_incr_delay_ns: 0.57
crit_chain: "clkdlybuf4s50_1 -> inv_1 -> ha_1 -> nor2_1 -> o311ai_1 -> mux2_2 -> a2111oi_4 -> o21ai_0 -> a21oi_1 -> clkdlybuf4s50_1"
setup_violations: 0
fp.dieW_um: 85
crit_path_top_delay_cell: "clkdlybuf4s50_1"
## power by group
group	switching (mW)	total (mW)	internal, mW
Sequential	0	0	0
Clock	0	0	0
Combinational	0.0691	0.147	0.0779
Total	0.0691	0.147	0.0779
## cell usage after synthesis
cell and count:
a21oi_1 7, or3b_1 2, o31ai_1 2, fa_1 2, o21ba_2 1, o21ai_0 3
nor2b_1 2, or4_1 2, a221oi_1 2, a2111oi_1 1, buf_1 1, o22ai_1 1
nand4_1 2, inv_2 1, a211o_1 1, nor3b_1 3, nand2b_1 3, and3_1 1
nand2_1 7, or3_1 1, mux2_2 2, a31oi_1 1, o31ai_2 1, inv_1 26
a31o_2 1, ha_1 24, a211oi_1 4, mux4_1 2, o311ai_1 2, nand4b_1 1
xnor2_1 7, clkbuf_1 3, o311a_2 1, a21oi_2 1, mux4_2 2, nor3_1 2
o41ai_1 1, o21bai_1 1, xor2_1 3, a31o_1 1, clkinv_1 1, nor2_1 14
nor4_1 5, a2111oi_4 1
## metal layers
metal  global-route usage [%]  wire [um]
met1                    11.38       1474
met2                    13.76       1456
met3                    1.060        163
met4                   0.4491         15
met5                        0          0
## path summary, 6_finish.rpt
kind,cells past startpoint,end,slack (ns)
max,10,Result[5],0.36
min,4,Result[5],3.43
## metrics by stage
step | cell area, sq um | std cells | setup WS, ns | utilization (%)
2_1_floorplan | 1174 | 152 | 1.699 | -
3_3_place_gp | 1509 | 227 | 0.3611 | 37.19
3_5_place_dp | 1509 | 227 | 0.3472 | 37.19
4_1_cts | 1509 | 227 | 0.3416 | 37.19
5_1_grt | 1509 | 227 | 0.1507 | 37.19
6_report | 1509 | 227 | 0.3623 | 37.19
## critical path, delay by kind of cell
kind	cells	cell delay, ns
compound gates	4	1.09
fa+ha+maj	1	0.32
buf+inv	3	1.16
mux	1	0.42
simple gates	1	0.07
## final cells by class
type | count | area, sq um | area share (%)
repair buffers | 29 | 287.8 | 19.07
inverters | 28 | 105.1 | 6.965
well taps | 50 | 62.56 | 4.146
multi-input cells | 120 | 1054 | 69.82
## layout by cell type, fill, tap and decap left out, types with 2 or more instances in the layout
cell,netlist,final
nor4_1,5,5
mux4_2,2,2
o21ai_0,3,3
ha_1,24,24
a211oi_1,4,4
nor2_1,14,14
o31ai_1,2,2
fa_1,2,2
nand4_1,2,2
o311ai_1,2,2
xnor2_1,7,7
mux2_2,2,2
or3b_1,2,2
mux4_1,2,2
nor3b_1,3,3
xor2_1,3,3
nand2b_1,3,3
clkdlybuf4s50_1,0,28
a221oi_1,2,2
or4_1,2,2
nor2b_1,2,2
a21oi_1,7,7
nand2_1,7,7
inv_1,26,26
nor3_1,2,2
## cells by family after synthesis
group / Yosys count / share of synthesized area [%]
and+or+nand+nor: 45 / 20.47
AOI/OAI and AO/OA: 33 / 22.60
buffers and inverters: 32 / 10.23
adders and majority gates: 26 / 29.00
xor gates and xnor gates: 10 / 7.463
muxes: 6 / 10.23
Power is estimated from default activity; no workload was simulated.
