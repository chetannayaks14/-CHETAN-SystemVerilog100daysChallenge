[design/flow/config.mk]
export PLATFORM = sky130hd
export DESIGN_NAME = BarrelShifter
export DESIGN_NICKNAME = BarrelShifter
export VERILOG_FILES = /design/flow/design.v
export SDC_FILE = /design/flow/constraint.sdc
export NUM_CORES = 4
export LEC_CHECK = 1
export CORE_AREA = 10 10 70 70
export DIE_AREA = 0 0 80 80
[design/flow/constraint.sdc]
current_design BarrelShifter

set clk_period 2.8
set clk_io_pct 0.2

create_clock -name clk0 -period $clk_period

set non_clock_inputs [all_inputs -no_clocks]
set_input_delay [expr $clk_period * $clk_io_pct] -clock clk0 $non_clock_inputs
set_output_delay [expr $clk_period * $clk_io_pct] -clock clk0 [all_outputs]
[design/flow/run.sh]
#!/bin/bash
# OpenROAD 26Q1-2900-gdf79404cd8, Yosys 0.63+post, stock flow scripts
make -C /OpenROAD-flow-scripts/flow DESIGN_CONFIG=/design/flow/config.mk WORK_HOME=/design/flow/orfs finish
[design/flow/design.v]
`timescale 1ns / 1ps
module BarrelShifter (
    input  logic [7:0] in_data,   
    input  logic [2:0] shift,     
    input  logic dir,             
    output logic [7:0] out_data   
);
    logic [7:0] stage1, stage2, stage3;
    assign stage1 = shift[0] ? (dir ? {1'b0, in_data[7:1]} : {in_data[6:0], 1'b0}) : in_data;
    assign stage2 = shift[1] ? (dir ? {2'b00, stage1[7:2]} : {stage1[5:0], 2'b00}) : stage1;
    assign stage3 = shift[2] ? (dir ? {4'b0000, stage2[7:4]} : {stage2[3:0], 4'b0000}) : stage2;
    assign out_data = stage3;
endmodule
==> results_dict.tcl <==
# yosys + openroad results
set metrics [dict create \
    via_count 639 \
    grt_pass1_vias 623 \
    min_period_over_period_pct 96.5 \
    yosysWarningCount 0 \
    dr.pass1.iters 4 \
    intPower_mw 0.0837 \
    arrival_ns 2.14 \
    holdPathStages 5 \
    tns_ns 0 \
    fill_cells 369 \
    power_frac_seq_pct 0 \
    hpwl_um 1500 \
    register_area_um2 0 \
    fp_util_pct 14.7 \
    post_drt_wl_per_cell_um 12.6 \
    ir_drop_uv 28.6 \
    grt_overflow 0 \
    ys_area_um2 500 \
    p_comb_share_pct 100.0 \
    warnings 32 \
    grt_pass1_wl_um 3040 \
    worstHoldPathType "in2out" \
    lay_top_cells "buf_4, clkdlybuf4s50_1, mux2i_1, dlygate4sd2_1" \
    rsz0062_at_grt "false" \
    placed_cells 146 \
    io_buffer_count 20 \
    chip_area_um2 6400 \
    syn-instance-count 68 \
    grt_max_degree 13 \
    max_freq_ghz 0.370 \
    routed_wl_um 1840 \
    critPathKind "in2out" \
    end_kind "primary output" \
    cp-start-kind "input port" \
    xor_share_pct 0 \
    synth_area_per_cell_um2 7.36 \
    layout_top_cell "buf_4" \
    final_cells 146 \
    ys_sh_adder_pct 0 \
    setup_viol 0 \
    yosysSeqAreaShare_pct 0 \
    core-area_um2 3420 \
    hold_slack_ns 2.08 \
    status "finished, final reports clean" \
    gr-usage-all-layers_pct 5.62 \
    power_switching_mw 0.0595 \
    final.clkbuf_count 0 \
    synth.cellmix.compoundShare_pct 37.3 \
    p_leak_nw 0.382 \
    place_area_um2 875 \
    die_w_um 80 \
    maxCapViolations 0 \
    rows 21 \
    ys_cells 68 \
    fin_crit_ns 2.70 \
    postRouteAntennaNets 0 \
    pwr-share-clk_pct 0 \
    area_growth_syn_to_layout_pct 82.3 \
    syn_area_um2 500 \
    logic_family "AND-OR/OR-AND gates" \
    ys_sh_mux_pct 34.0 \
    viasPerCell 4.38 \
    hold_violations 0 \
    powerDensity_nw_per_um2 157 \
    drt_iter0_drc 112 \
    pin_count 20 \
    slew_headroom_pct 82.2 \
    antenna_found_initial 0 \
    simple_gate_area_share_pct 21.0 \
    required_ns 2.24 \
    gp_congestion 0.840 \
    final_layout_size_suffix_gt1_share_pct 28.0 \
    insertedDiodeCount 0 \
    path_max_fanout 5 \
    p_total_mw 0.143 \
    swShare_pct 41.5 \
    seq_cells 0 \
    drcViolationCount 0 \
    finalMaxSlewViolations 0 \
    postLayoutCellArea_um2 912 \
    synth_cell_types 27 \
    worst_pin_slew_ns 0.266 \
    die_y_um 80 \
]
-- worst paths after layout --
path                        from     endpoint  slack (ns)
worst min-delay path  in_data[7]  out_data[7]        2.08
worst max-delay path  in_data[5]  out_data[6]         0.1
-- stage by stage --
stage,util (%),setup WS [ns]
6_report,26.7,0.0969
5_1_grt,26.7,0.00784
4_1_cts,26.1,0.00470
3_5_place_dp,25.6,-0.184
3_3_place_gp,25.6,-0.189
2_1_floorplan,-,0.835
-- logic make-up (layout without fill, tap and decap cells) --
logic type             after synthesis  after routing
buffers and inverters                7             39
AOI/OAI and AO/OA                   26             26
muxes                               15             15
and+or+nand+nor                     20             20
-- worst max-delay path, cell delays in order --
cell and delay (ns):
dlygate4sd2_1 0.29, buf_4 0.15, mux2_1 0.27, a22o_1 0.20, a2bb2oi_1 0.15, o21ai_1 0.10, clkdlybuf4s50_1 0.42
-- cell usage after synthesis (2+ instances only) --
master     n  area (µm²)
a211oi_1   3        22.5
a21o_1     2        15.0
a21oi_1    2        10.0
a22o_1     2        17.5
a22oi_1    2        15.0
a2bb2oi_1  2        17.5
buf_2      4        20.0
clkbuf_1   2        7.51
mux2_1     5        56.3
mux2i_1    8        80.1
nand2_1    4        15.0
nand2b_1   4        25.0
nand4b_1   2        17.5
nor2_1     6        22.5
nor2b_1    2        12.5
o21ai_1    4        20.0
o22ai_1    4        25.0
-- layer usage --
metal  track usage (%)  wire, µm
met5                 0         0
met4             0.528        14
met3             0.682        81
met2              9.23       870
met1              7.89       877
-- area by class of cell --
cell class	instances	area, µm²	area share (%)
multi-input combinational	61	493	54.0
timing repair buffer	39	362	39.6
tap	46	57.6	6.31
-- timing repair --
item,CTS,global route
hold buffers,0,0
resized,13,6
pin swaps,1,1
endpoints found under the setup margin,8,6
buffers inserted,0,0
-- power by group through the flow --
stage         registers, mW  logic [mW]  clock network [mW]
CTS                       0       0.141                   0
global route              0       0.157                   0
finish                    0       0.143                   0
Power figures rest on the tool's default switching activity, not on a simulated workload.
